==> /design/flow/design.v <==
module VGA_Controller(
    input clk,                     
    input reset,                   
    input [9:0] pixel_x,           
    input [8:0] pixel_y,           
    input [23:0] pixel_color,      
    output reg [7:0] VGA_R,        
    output reg [7:0] VGA_G,        
    output reg [7:0] VGA_B,        
    output reg VGA_HS,             
    output reg VGA_VS,             
    output VGA_BLANK_N,            
    output VGA_SYNC_N,             
    output VGA_CLK                 
);
parameter H_RES = 640;            
parameter V_RES = 480;            
parameter H_FP = 16;              
parameter H_PW = 96;              
parameter H_BP = 48;              
parameter V_FP = 10;              
parameter V_PW = 2;               
parameter V_BP = 33;              
parameter H_TOTAL = H_RES + H_FP + H_PW + H_BP;  
parameter V_TOTAL = V_RES + V_FP + V_PW + V_BP;  
reg [9:0] h_counter = 0;          
reg [9:0] v_counter = 0;          
assign VGA_BLANK_N = 1'b1;
assign VGA_SYNC_N = 1'b0;
assign VGA_CLK = clk;
always @(posedge clk or posedge reset) begin
    if (reset) begin
        h_counter <= 0;
        v_counter <= 0;
    end else begin
        if (h_counter < H_TOTAL - 1)
            h_counter <= h_counter + 1;
        else begin
            h_counter <= 0;
            if (v_counter < V_TOTAL - 1)
                v_counter <= v_counter + 1;
            else
                v_counter <= 0;
        end
    end
end
always @(posedge clk) begin
    VGA_HS <= (h_counter < H_PW) ? 0 : 1;
    VGA_VS <= (v_counter < V_PW) ? 0 : 1;
    if (h_counter >= H_PW + H_BP && h_counter < H_PW + H_BP + H_RES &&
        v_counter >= V_PW + V_BP && v_counter < V_PW + V_BP + V_RES) begin
        VGA_R <= (pixel_x == h_counter - (H_PW + H_BP) && pixel_y == v_counter - (V_PW + V_BP)) ? pixel_color[23:16] : 0;
        VGA_G <= (pixel_x == h_counter - (H_PW + H_BP) && pixel_y == v_counter - (V_PW + V_BP)) ? pixel_color[15:8] : 0;
        VGA_B <= (pixel_x == h_counter - (H_PW + H_BP) && pixel_y == v_counter - (V_PW + V_BP)) ? pixel_color[7:0] : 0;
    end else begin
        VGA_R <= 0;
        VGA_G <= 0;
        VGA_B <= 0;
    end
end
endmodule
==> /design/flow/run.sh <==
#!/bin/bash
# OpenROAD 26Q1-2900-gdf79404cd8, Yosys 0.63+post, stock flow scripts
make -C /OpenROAD-flow-scripts/flow DESIGN_CONFIG=/design/flow/config.mk WORK_HOME=/design/flow/orfs finish
==> /design/flow/config.mk <==
export PLATFORM = sky130hd
export DESIGN_NAME = VGA_Controller
export DESIGN_NICKNAME = VGA_Controller
export VERILOG_FILES = /design/flow/design.v
export SDC_FILE = /design/flow/constraint.sdc
export NUM_CORES = 4
export LEC_CHECK = 1
export CORE_UTILIZATION = 50
==> /design/flow/constraint.sdc <==
current_design VGA_Controller

set clk_period 3.1
set clk_io_pct 0.2

create_clock -name clk0 -period $clk_period [get_ports {clk}]

set non_clock_inputs [all_inputs -no_clocks]
set_input_delay [expr $clk_period * $clk_io_pct] -clock clk0 $non_clock_inputs
set_output_delay [expr $clk_period * $clk_io_pct] -clock clk0 [all_outputs]
==> flow_summary.ini <==
; synthesis and place-and-route metrics
[final_timing]
whs_ns = 0.572
finalClockSkew_ns = 0.00543
tightest_slew_ns = 0.779
rsz0062_at_grt = no
tns_ns = 0
setup_viol = 0
slew_headroom_pct = 48.0
hold_viol = 0
slew_viol_final = 0

[synth]
yosysMostFrequentCell = nand4_1
ys_seq_share_pct = 35.6
syn_inst = 287
ys_area_um2 = 2870
yosys_most_used_dff = dfxtp_1
syn_area_per_cell_um2 = 10.0
largest_area_cell = dfxtp_1
synth_warnings = 1
ys_ff = 46
ys_async_sr_fraction_pct = 43.5
ys_cells = 287
synthDistinctLibCells = 64
area_leaders = dfxtp_1 18%, dfrtp_1 17%, nor4_2 8.7%
common_cells = 27 x nand4_1, 26 x dfxtp_1, 20 x dfrtp_1, 20 x nor4_2, 19 x xnor2_1
synth-edff-count = 0
syn_area_um2 = 2870
netlist.area_leader.share_pct = 18.1

[setup_path]
worstSetupPathType = clock port to output port
worstPathArrival_ns = 2.16
path_cells = clkbuf_8 > clkbuf_8 > clkdlybuf4s50_1
worstPathRequired_ns = 2.48
critPathMaxStageDelay_ns = 0.39
worstSetupEndpointType = output port
start_kind = clock port
r2r-start = v_counter[0]$_DFFE_PP0N_
cpMostUsedCell = clkbuf_8
path_buffers = 3
path_delay_family = buffers and inverters
r2r_end = VGA_B[0]$_SDFF_PN0_
crit_slowest_cell = clkdlybuf4s50_1
cp_max_fo = 2
r2r_slack_ns = 0.60
worstRegToRegCells = 6

[pwr]
pwr-share-seq_pct = 49.2
power_leakage_uw = 0.00130
power.share.clock_pct = 43.1
switchingPower_uw = 243
pwr-share-comb_pct = 7.6
ir_drop_v = 0.000213
switching_share_pct = 20.2
p_int_uw = 964
p_per_area_nw_per_um2 = 334

[run]
log.warning_count = 29
drv_cap = 0

[drt]
ant_nets = 0
wl_mm = 6.06
avgViaCountPerCell = 5.65
first_pass_iters = 4
diodes = 0
via_count = 2362
drc_errors = 0
avgRoutedWirePerCell_um = 14.5
first_iter_violations = 114

[floorplan]
fp.dieH_um = 77.8
core_area_um2 = 5510
fp.dieW_um = 77.8
floorplan.core_util_pct = 52.1
io_pins = 74
placementRows = 27
dieArea_um2 = 6050

[clocking]
post_cts_resized = 0
clkLatencyLatePin_ns = 0.40
cts_tree = yes
clk_pin_slew_ns = 0.08
cts-hold-fix-buffers = 0
post_cts_buffers = 0

[global_routing]
grt.total_usage_pct = 21.6
antenna_found_initial = 0
grt_max_degree = 25
grt_overflow_total = 0
grt_pass1_vias = 2078
grt_pass1_wl_mm = 10.2

[cells_and_area]
layout-drive-gt1-share_pct = 15.3
syn2layout_area_growth_pct = 25.9
nFillCells = 450

[min_path]
whs_endpoint = h_counter[0]$_DFF_PP0_
hp-start = h_counter[0]$_DFF_PP0_
whs_path_depth = 1
hp-class = flop to flop

[placed_design]
hpwl_mm = 4.12
portBuffers = 71
place_congestion = 0.843

[run_status]
status = completed
==> flip-flops by register name, indices dropped and copies added (netlist names) <==
signal     flops
VGA_B          8
VGA_HS         1
v_counter     10
VGA_G          8
VGA_VS         1
h_counter     10
VGA_R          8
==> metal layers <==
metal	global-route usage [%]	part of all wire [%]	vias to the layer above
met1	34.0	46	1101
met5	0	0	-
met4	3.21	1.6	0
met2	31.8	45	83
met3	4.78	7.9	7
li1	-	-	1171
==> layout make-up <==
cell class / instances / area (um^2) / area share, %
timing repair buffer: 76 / 746 / 20.6
clock buffer: 10 / 145 / 4.02
tap: 72 / 90.1 / 2.49
multi-input combinational: 206 / 1580 / 43.7
inverter: 6 / 22.5 / 0.623
sequential: 46 / 1020 / 28.2
clock inverter: 2 / 10.0 / 0.277
==> kinds of logic after synthesis <==
logic type | Yosys count | synth area share [%]
AND/OR/NAND/NOR | 120 | 28.9
AND-OR/OR-AND | 48 | 13.3
buffers and inverters | 35 | 9.80
multiplexers | 1 | 0.349
XOR/XNOR | 30 | 9.63
flip-flops | 46 | 35.6
adder cells (fa/ha/maj) | 5 | 2.18
other | 2 | 0.262
==> layout by cell type (no fill, tap or decap), types with 2 or more instances in the layout <==
master           Yosys  final
dfrtp_1             20     20
xor2_1              10     10
ha_1                 5      5
nand3b_1             3      3
nand4_1             27     27
nor2_1              15     15
clkbuf_8             5      8
a31oi_1              2      2
dfxtp_1             26     26
or3_1                2      2
clkdlybuf4s50_1      0     71
buf_4                5      6
o21ai_0             15     15
o31a_1               3      3
inv_1                6      6
nor3_1               3      3
or2b_2               3      3
nand2_1             15     15
conb_1               2      2
o31ai_1              4      4
a21oi_1              6      6
nor4_2              20     20
clkinv_2             0      2
or4_1                2      2
and3_1               5      5
nor2b_1              2      2
nand2b_1             4      4
nand3_1              4      4
xnor2_1             19     19
nor4_1               6      6
==> power groups by stage <==
stage / combinational, uW / clock [uW] / sequential, uW
final: 92.1 / 521 / 594
after global routing: 99.5 / 575 / 594
after CTS: 93.3 / 540 / 594
==> per-stage QoR <==
stage               power [uW]  cell area [um^2]  std cells  utilization (%)  setup WS [ns]
finish                    1210              3610        418             65.6          0.320
CTS                       1230              3610        418             65.6          0.309
detailed placement         720              3470        407             63.0          0.279
floorplan                  651              2870        287                -          0.722
global route              1270              3610        418             65.6          0.305
global placement           722              3470        407             63.0          0.310
==> worst max-delay path by stage <==
stage / start / end / slack (ns) / cells past startpoint
after CTS: clk / VGA_CLK / 0.31 / 3
after global routing: clk / VGA_CLK / 0.31 / 3
final: clk / VGA_CLK / 0.32 / 3
Power is estimated from default activity; no workload was simulated.
