<file path="design.v">
 module Int2Fp(
		input signed [15:0]	iInteger,
		output[26:0]	oA		
 );
    wire        A_s;
    wire [7:0]  A_e;
    wire [17:0] A_f;
	 wire [15:0] abs_input ;
	 assign A_s = (iInteger < 0);
	 assign abs_input = (iInteger < 0)? -iInteger : iInteger ;
	 wire [7:0]  shft_amt;
	 assign shft_amt = abs_input[15] ? 8'd3 :
                      abs_input[14] ? 8'd4 : abs_input[13] ? 8'd5 :
                      abs_input[12] ? 8'd6 : abs_input[11] ? 8'd7 :
                      abs_input[10] ? 8'd8 : abs_input[9]  ? 8'd9 :
                      abs_input[8]  ? 8'd10 : abs_input[7]  ? 8'd11 :
                      abs_input[6]  ? 8'd12 : abs_input[5]  ? 8'd13 :
                      abs_input[4]  ? 8'd14 : abs_input[3]  ? 8'd15 :
                      abs_input[2]  ? 8'd16 : abs_input[1]  ? 8'd17 :
                      abs_input[0]  ? 8'd18 : 8'd19;	
	 assign A_e = 127 + 18 - shft_amt ;
	 wire [33:0] shift_buffer ;
	 assign shift_buffer = {16'b0, abs_input} << shft_amt ;
	 assign A_f = shift_buffer[17:0];
	 assign oA = (iInteger==0)? 27'b0 : {A_s, A_e, A_f};
 endmodule  
 module Fp2Int(
		input	 [26:0]	iA,
		output reg [15:0]	oInteger
 );
    wire        A_s;
    wire [7:0]  A_e;
    wire [17:0] A_f;
    assign A_s = iA[26];
    assign A_e = iA[25:18];
    assign A_f = iA[17:0];
	 wire [15:0] max_int = 16'h7fff ;  
	 wire [33:0] shift_buffer ;
	 assign shift_buffer = {15'b0, 1'b1, A_f}<<(A_e-127) ;
	 always @(*) begin
			if (A_e < 127) oInteger = 16'b0;
			else if (A_e > 141) begin
				if (A_s) oInteger = -max_int;
				else     oInteger = max_int;
			end
			else begin
				if (A_s) oInteger = -shift_buffer[33:18];
				else     oInteger = shift_buffer[33:18];
			end
	 end
 endmodule  
 module FpShift(
		input	 [26:0]	iA,
		input   [7:0] 	iShift,
		output [26:0]	oShifted
 );
    wire        A_s;
    wire [7:0]  A_e;
    wire [17:0] A_f;
    assign A_s = iA[26];
    assign A_e = iA[25:18];
    assign A_f = iA[17:0];
	 assign oShifted = {A_s, A_e+iShift, A_f} ;	
 endmodule  
 module FpNegate(
		input	 [26:0]	iA,
		output [26:0]	oNegative
 );
    wire        A_s;
    wire [7:0]  A_e;
    wire [17:0] A_f;
    assign A_s = iA[26];
    assign A_e = iA[25:18];
    assign A_f = iA[17:0];
    assign oNegative = {~A_s, A_e, A_f};	
 endmodule  
 module FpAbs(
		input	 [26:0]	iA,
		output [26:0]	oAbs
 );
    wire        A_s;
    wire [7:0]  A_e;
    wire [17:0] A_f;
    assign A_s = iA[26];
    assign A_e = iA[25:18];
    assign A_f = iA[17:0];
    assign oAbs = {1'b0, A_e, A_f};	
 endmodule  
 module FpCompare(
		input	 [26:0]	iA,
		input	 [26:0]	iB,
		output reg oA_larger
 );
    wire        A_s;
    wire [7:0]  A_e;
    wire [17:0] A_f;
	 wire        B_s;
    wire [7:0]  B_e;
    wire [17:0] B_f;
    assign A_s = iA[26];
    assign A_e = iA[25:18];
    assign A_f = iA[17:0];
	 assign B_s = iB[26];
    assign B_e = iB[25:18];
    assign B_f = iB[17:0];
	 wire A_mag_larger ;
    assign A_mag_larger =(A_e > B_e)                   ? 1'b1  :
                         ((A_e == B_e) && (A_f >= B_f)) ? 1'b1  :
                         1'b0;
	 always @(*) begin
			if (A_s==0 && B_s==1) begin   
				oA_larger = 1'b1 ;
			end
			else if (A_s==1 && B_s==0) begin   
				oA_larger = 1'b0 ;
			end
			else if (A_s==0 && B_s==0) begin   
				oA_larger = A_mag_larger ;
			end
			else if (A_s==1 && B_s==1) begin   
				oA_larger = ~A_mag_larger ;
			end
			else oA_larger  = 0;  
	 end
 endmodule  
module FpInvSqrt (
    input             iCLK,
    input      [26:0] iA,
    output     [26:0] oInvSqrt
);
    wire        A_s;
    wire [7:0]  A_e;
    wire [17:0] A_f;
    assign A_s = iA[26];
    assign A_e = iA[25:18];
    assign A_f = iA[17:0];
    wire [26:0] y_1, y_1_out, half_iA_1;
    assign y_1 = 27'd49920718 - (iA>>1);
    assign half_iA_1 = {A_s, A_e-8'd1,A_f};
    FpMul s1_mult ( .iA(y_1), .iB(y_1), .oProd(y_1_out) );
    reg [26:0] y_2, mult_2_in, half_iA_2;
    wire [26:0] y_2_out;
    FpMul s2_mult ( .iA(half_iA_2), .iB(mult_2_in), .oProd(y_2_out) );
    reg [26:0] y_3, add_3_in;
    wire [26:0] y_3_out;
    FpAdd s3_add ( .iCLK(iCLK), .iA({~add_3_in[26],add_3_in[25:0]}), .iB(27'd33423360), .oSum(y_3_out) );
    reg [26:0] y_4;
    reg [26:0] y_5;
    FpMul s5_mult ( .iA(y_5), .iB(y_3_out), .oProd(oInvSqrt) );
    always @(posedge iCLK) begin
    y_2 <= y_1;
    mult_2_in <= y_1_out;
    half_iA_2 <= half_iA_1;
    y_3 <= y_2;
    add_3_in <= y_2_out;
    y_4 <= y_3;
    y_5 <= y_4;
    end
endmodule
module FpMul (
    input      [26:0] iA,     
    input      [26:0] iB,     
    output     [26:0] oProd   
);
    wire        A_s;
    wire [7:0]  A_e;
    wire [17:0] A_f;
    wire        B_s;
    wire [7:0]  B_e;
    wire [17:0] B_f;
    assign A_s = iA[26];
    assign A_e = iA[25:18];
    assign A_f = {1'b1, iA[17:1]};
    assign B_s = iB[26];
    assign B_e = iB[25:18];
    assign B_f = {1'b1, iB[17:1]};
    wire        oProd_s;
    assign oProd_s = A_s ^ B_s;
    wire [35:0] pre_prod_frac;
    assign pre_prod_frac = A_f * B_f;
    wire [8:0]  pre_prod_exp;
    assign pre_prod_exp = A_e + B_e;
    wire [7:0]  oProd_e;
    wire [17:0] oProd_f;
    assign oProd_e = pre_prod_frac[35] ? (pre_prod_exp-9'd126) : (pre_prod_exp - 9'd127);
    assign oProd_f = pre_prod_frac[35] ? pre_prod_frac[34:17] : pre_prod_frac[33:16];
    wire        underflow;
    assign underflow = pre_prod_exp < 9'h80;
    assign oProd = underflow        ? 27'b0 :
                   (B_e == 8'd0)    ? 27'b0 :
                   (A_e == 8'd0)    ? 27'b0 :
                   {oProd_s, oProd_e, oProd_f};
endmodule
module FpAdd (
    input             iCLK,
    input      [26:0] iA,
    input      [26:0] iB,
    output reg [26:0] oSum
);
    wire        A_s;
    wire [7:0]  A_e;
    wire [17:0] A_f;
    wire        B_s;
    wire [7:0]  B_e;
    wire [17:0] B_f;
    assign A_s = iA[26];
    assign A_e = iA[25:18];
    assign A_f = {1'b1, iA[17:1]};
    assign B_s = iB[26];
    assign B_e = iB[25:18];
    assign B_f = {1'b1, iB[17:1]};
    wire A_larger;
    wire [7:0]  exp_diff_A;
    wire [7:0]  exp_diff_B;
    wire [7:0]  larger_exp;
    wire [36:0] A_f_shifted;
    wire [36:0] B_f_shifted;
    assign exp_diff_A = B_e - A_e;  
    assign exp_diff_B = A_e - B_e;  
    assign larger_exp = (B_e > A_e) ? B_e : A_e;
    assign A_f_shifted = A_larger             ? {1'b0,  A_f, 18'b0} :
                         (exp_diff_A > 9'd35) ? 37'b0 :
                         ({1'b0, A_f, 18'b0} >> exp_diff_A);
    assign B_f_shifted = ~A_larger            ? {1'b0,  B_f, 18'b0} :
                         (exp_diff_B > 9'd35) ? 37'b0 :
                         ({1'b0, B_f, 18'b0} >> exp_diff_B);
    assign A_larger =    (A_e > B_e)                   ? 1'b1  :
                         ((A_e == B_e) && (A_f > B_f)) ? 1'b1  :
                         1'b0;
    wire [36:0] pre_sum;
    assign pre_sum = ((A_s^B_s) &  A_larger) ? A_f_shifted - B_f_shifted :
                     ((A_s^B_s) & ~A_larger) ? B_f_shifted - A_f_shifted :
                     A_f_shifted + B_f_shifted;
    reg  [36:0] buf_pre_sum;
    reg  [7:0]  buf_larger_exp;
    reg         buf_A_e_zero;
    reg         buf_B_e_zero;
    reg  [26:0] buf_A;
    reg  [26:0] buf_B;
    reg         buf_oSum_s;
    always @(posedge iCLK) begin
        buf_pre_sum    <= pre_sum;
        buf_larger_exp <= larger_exp;
        buf_A_e_zero   <= (A_e == 8'b0);
        buf_B_e_zero   <= (B_e == 8'b0);
        buf_A          <= iA;
        buf_B          <= iB;
        buf_oSum_s     <= A_larger ? A_s : B_s;
    end
    wire [36:0] pre_frac;
    assign pre_frac = buf_pre_sum;
    wire [17:0] oSum_f;
    wire [7:0]  shft_amt;
    assign shft_amt = pre_frac[36] ? 8'd0  : pre_frac[35] ? 8'd1  :
                      pre_frac[34] ? 8'd2  : pre_frac[33] ? 8'd3  :
                      pre_frac[32] ? 8'd4  : pre_frac[31] ? 8'd5  :
                      pre_frac[30] ? 8'd6  : pre_frac[29] ? 8'd7  :
                      pre_frac[28] ? 8'd8  : pre_frac[27] ? 8'd9  :
                      pre_frac[26] ? 8'd10 : pre_frac[25] ? 8'd11 :
                      pre_frac[24] ? 8'd12 : pre_frac[23] ? 8'd13 :
                      pre_frac[22] ? 8'd14 : pre_frac[21] ? 8'd15 :
                      pre_frac[20] ? 8'd16 : pre_frac[19] ? 8'd17 :
                      pre_frac[18] ? 8'd18 : pre_frac[17] ? 8'd19 :
                      pre_frac[16] ? 8'd20 : pre_frac[15] ? 8'd21 :
                      pre_frac[14] ? 8'd22 : pre_frac[13] ? 8'd23 :
                      pre_frac[12] ? 8'd24 : pre_frac[11] ? 8'd25 :
                      pre_frac[10] ? 8'd26 : pre_frac[9]  ? 8'd27 :
                      pre_frac[8]  ? 8'd28 : pre_frac[7]  ? 8'd29 :
                      pre_frac[6]  ? 8'd30 : pre_frac[5]  ? 8'd31 :
                      pre_frac[4]  ? 8'd32 : pre_frac[3]  ? 8'd33 :
                      pre_frac[2]  ? 8'd34 : pre_frac[1]  ? 8'd35 :
                      pre_frac[0]  ? 8'd36 : 8'd37;
    wire [53:0] pre_frac_shft, uflow_shift;
    assign pre_frac_shft = {pre_frac, 17'b0} << (shft_amt+1);  
	 assign uflow_shift = {pre_frac, 17'b0} << (shft_amt);  
    assign oSum_f = pre_frac_shft[53:36];
    wire [7:0] oSum_e;
    assign oSum_e = buf_larger_exp - shft_amt + 8'b1;
    wire underflow;
	 assign underflow = ~uflow_shift[53]; 
	 always @(posedge iCLK) begin
			oSum <= (buf_A_e_zero && buf_B_e_zero)    ? 27'b0 :
                  buf_A_e_zero                     ? buf_B :
                  buf_B_e_zero                     ? buf_A :
                  underflow                        ? 27'b0 :
                  (pre_frac == 0)                  ? 27'b0 :
                  {buf_oSum_s, oSum_e, oSum_f};
	 end  
endmodule
</file>
<file path="run.sh">
#!/bin/bash
# OpenROAD 26Q1-2900-gdf79404cd8, Yosys 0.63+post, stock flow scripts
make -C /OpenROAD-flow-scripts/flow DESIGN_CONFIG=/design/flow/config.mk WORK_HOME=/design/flow/orfs finish
</file>
<file path="config.mk">
export PLATFORM = sky130hd
export DESIGN_NAME = Int2Fp
export DESIGN_NICKNAME = Int2Fp
export VERILOG_FILES = /design/flow/design.v
export SDC_FILE = /design/flow/constraint.sdc
export NUM_CORES = 4
export LEC_CHECK = 1
export CORE_AREA = 10 10 111 111
export DIE_AREA = 0 0 121 121
</file>
<file path="constraint.sdc">
current_design Int2Fp

set clk_period 15.4
set clk_io_pct 0.2

create_clock -name clk0 -period $clk_period

set non_clock_inputs [all_inputs -no_clocks]
set_input_delay [expr $clk_period * $clk_io_pct] -clock clk0 $non_clock_inputs
set_output_delay [expr $clk_period * $clk_io_pct] -clock clk0 [all_outputs]
</file>
==> results.txt <==
run metrics: post-CTS setup buffer count 0, Synth Cell Area 1744 um^2, I/O Buffers 39, worst hold endpoint oA[26], Critical Path Max Stage Delay 630 ps, synth cell count leaders nand2_1 (32), nor2_1 (19), o21ai_0 (14), Cell Rows 36, global-route wire length before repair 10140 um, share of layout cells above drive strength 1 8.834%, Die H 121 um, Period minus WS final 10820 ps, worst-path fanout max 11, Vias/cell 4.916, Max Cap Violations 0, top-count cell post-synth nand2_1, Avg Inst Size Synth 6.557 um^2, critical path startpoint category primary input, Int Pwr 0.04361 mW, total gr overflow 0, data arrival time of the worst path 7740 ps, Min Hold Slack 7292 ps, critical path cell sequence clkdlybuf4s50_1, inv_1, ha_1, or4b_1, o31ai_2, xor2_1, nand2_1, a21oi_1, nand2_1, or3_1, o221a_1, o211ai_1, clkdlybuf4s50_1, hold depth 3, Unique cell types 71, core area 9864 um^2, Area growth syn-to-layout 25.47%, width of the chip 121 um, Static Leakage 0.7650 nW, setup ws final 4585 ps, Yosys chip area 1744 um^2, Routed Wire Length 6190 um, DRC 0, Routed Antenna Nets 0, # setup viols final 0, cts repair resizes 0, CP Data Required Time 12320 ps, Core Util at FP 17.68%, worst hold start iInteger[15], cell taking the most area after synthesis nand2_1, critical path's slowest cell or4b_1, Die Area 14640 um^2, IO Pins 43, Power Density 41.15 nW/um^2, max_slew headroom 50.14%, number of clock-tree buffers in the layout 0, switching pwr 0.04644 mW, Clk pwr share 0%, status complete, no violations, Pins Over Slew Limit 0, WL/cell 14.88 um, FF+latch area 0 um^2, WS Path Type in2out, min-delay worst type in2out, Seq pwr share 0%, Tool Warnings 32, DR vias 2045, Iter 0 DRT Violations 218, Final Hold Violating Endpoints 0, YS warnings 0, Syn Inst Count 266, initial antenna violation count 0, TNS Setup 0 ps, maximum VDD drop 20.28 uV, top cells, area nand2_1 (6.9%), mux2i_1 (4.6%), xor2_1 (4.5%), vias in the first global route 1922, CP Capture Type output port, DP HPWL 5029 um, first-pass iteration count of the detailed router 4, layout filler cell count 1095, Comb power frac 100.0%, Tot GR Track Use 8.191%, unrepaired setup endpoints after global routing false, post-layout period usage 70.23%, total power 0.09005 mW, gpl congestion 1.008, largest net degree at the start of global routing 43, CTS hold repair buffers 0, dpl ws 4674 ps, flip-flops 0, Fmax 92.46 MHz, number of cells in Yosys stat 266, ant diodes 0, worst slew pin tran 747.9 ps, Area leader share 6.887%, Seq share, synth 0%, switching share of power 51.57%
## cells by family (layout without fill, tap and decap cells)
| family | Yosys count | after routing | share of synthesized area, % |
|---|---|---|---|
| compound gates | 84 | 84 | 36.73 |
| xor+xnor | 14 | 14 | 7.461 |
| fa+ha+maj | 2 | 2 | 1.434 |
| buf+inv | 34 | 48 | 9.684 |
| mux | 12 | 12 | 7.389 |
| other cells | 1 | 4 | 0.2150 |
| simple gates | 119 | 119 | 37.09 |
## critical path: cells and delay by family
family | cells | cell delay, ps
simple gates | 4 | 1610
buf+inv | 3 | 1240
fa+ha+maj | 1 | 250
xor+xnor | 1 | 330
compound gates | 4 | 1220
## cell usage in the layout, fill, tap and decap left out, types with 4 or more instances in the layout
| master | instances |
|---|---|
| o31ai_1 | 4 |
| conb_1 | 4 |
| nor2_1 | 19 |
| mux2i_1 | 8 |
| o22ai_1 | 9 |
| xor2_1 | 9 |
| or2_2 | 4 |
| clkdlybuf4s50_1 | 39 |
| nor4_1 | 7 |
| nand2_1 | 32 |
| a21oi_1 | 10 |
| or3_1 | 6 |
| xnor2_1 | 4 |
| inv_1 | 5 |
| nand3_1 | 8 |
| o211ai_1 | 5 |
| o21ai_0 | 14 |
| nor3_1 | 10 |
| and3_1 | 4 |
| nand2b_1 | 4 |
## area by class of cell
class / count / area, um^2 / share of cell area, %
multi-input cells: 235 / 1587 / 72.50
repair buffers: 42 / 412.9 / 18.87
well taps: 133 / 166.4 / 7.604
inverters: 6 / 22.52 / 1.029
## worst max-delay path by stage
stage	startpoint	to	cells after the start
CTS	iInteger[0]	oA[17]	13
global route	iInteger[0]	oA[16]	14
finish	iInteger[0]	oA[17]	13
## power groups by stage
stage | combinational [mW] | clock [mW] | sequential, mW
after CTS | 0.0895 | 0 | 0
after global routing | 0.0989 | 0 | 0
final | 0.0901 | 0 | 0
## metal layers
metal	wire length, um	part of all wire (%)	global-route usage (%)	up-vias
li1	-	-	-	1029
met1	3065	50	12.23	919
met2	2403	39	11.63	93
met3	681	11	2.645	4
met4	39	0.63	0.3771	0
met5	0	0	0	-
## metrics by stage
| stage | cells | area (um^2) | util [%] |
|---|---|---|---|
| 5_1_grt | 416 | 2188 | 22.18 |
| 4_1_cts | 416 | 2188 | 22.18 |
| 3_3_place_gp | 416 | 2188 | 22.18 |
| 3_5_place_dp | 416 | 2188 | 22.18 |
| 6_report | 416 | 2188 | 22.18 |
| 2_1_floorplan | 269 | 1755 | - |
Power is estimated from default activity; no workload was simulated.
